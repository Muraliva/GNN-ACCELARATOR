`./config.mk`:
```
export PLATFORM = sky130hd
export DESIGN_NAME = top
export DESIGN_NICKNAME = top
export VERILOG_FILES = /design/flow/design.v
export SDC_FILE = /design/flow/constraint.sdc
export NUM_CORES = 4
export LEC_CHECK = 1
export CORE_UTILIZATION = 40
```
`./constraint.sdc`:
```
current_design top

set clk_period 14.2
set clk_io_pct 0.2

create_clock -name clk0 -period $clk_period [get_ports {clk}]

set non_clock_inputs [all_inputs -no_clocks]
set_input_delay [expr $clk_period * $clk_io_pct] -clock clk0 $non_clock_inputs
set_output_delay [expr $clk_period * $clk_io_pct] -clock clk0 [all_outputs]
```
`./design.v`:
```
module dnn(x0, x1, x2, x3, 
           w04, w05, w06, w07, 
           w14, w15, w16, w17, 
           w24, w25, w26, w27, 
           w34, w35, w36, w37, 
           w48, w58, w49, w59, 
           w68, w69, w78, w79, 
           y0,y1,y2,y3, 
           stg_1_rdy, stg_2_rdy, clk);
input logic signed [6:0] x0, x1, x2, x3;
input logic signed [4:0] w04, w05, w06, w07, w14, w15, w16, w17, w24, w25, w26, w27, w34, w35, w36, w37, w48, w58, w49, w59, w68, w69, w78, w79;
input stg_1_rdy;
input clk;
output logic signed [13:0] y0,y1,y2,y3;
logic signed [13:0] y0_initial,y1_initial,y2_initial,y3_initial;
logic signed [13:0] y0_f,y1_f,y2_f,y3_f;
output logic stg_2_rdy;
assign y0_initial= x0*w04 + x1*w14 + x2*w24 + x3*w34;
assign y1_initial= x0*w05 + x1*w15 + x2*w25 + x3*w35;
assign y2_initial= x0*w06 + x1*w16 + x2*w26 + x3*w36;
assign y3_initial= x0*w07 + x1*w17 + x2*w27 + x3*w37;
assign y0_f = (y0_initial>0) ? y0_initial : 21'h0;
assign y1_f = (y1_initial>0) ? y1_initial : 21'h0;
assign y2_f = (y2_initial>0) ? y2_initial : 21'h0;
assign y3_f = (y3_initial>0) ? y3_initial : 21'h0;
always@(posedge clk)
begin
	if(stg_1_rdy)
	 begin
		stg_2_rdy <= stg_1_rdy;
		y0 <= y0_f;
		y1 <= y1_f;
		y2 <= y2_f;
		y3 <= y3_f;
	 end
	else
	 begin
		stg_2_rdy <= 1'b0;
		y0 <= 21'd0;
		y1 <= 21'd0;
		y2 <= 21'd0;
		y3 <= 21'd0;
	 end
end
endmodule
module top(x0_node0, x1_node0, x2_node0, x3_node0, 
           x0_node1, x1_node1, x2_node1, x3_node1, 
           x0_node2, x1_node2, x2_node2, x3_node2, 
           x0_node3, x1_node3, x2_node3, x3_node3, 
           w04, w05, w06, w07, w14, w15, w16, w17, 
           w24, w25, w26, w27, w34, w35, w36, w37, 
           w48, w58, w49, w59, w68, w69, w78, w79, 
           out0_node0, out1_node0, out0_node1, out1_node1, 
           out0_node2, out1_node2, out0_node3, out1_node3, 
           out10_ready_node0, out11_ready_node0, out10_ready_node1, out11_ready_node1, 
           out10_ready_node2, out11_ready_node2, out10_ready_node3, out11_ready_node3, 
           in_ready, clk);
input logic signed [4:0] x0_node0, x1_node0, x2_node0, x3_node0;
input logic signed [4:0] x0_node1, x1_node1, x2_node1, x3_node1;
input logic signed [4:0] x0_node2, x1_node2, x2_node2, x3_node2;
input logic signed [4:0] x0_node3, x1_node3, x2_node3, x3_node3;
input logic signed [4:0] w04, w05, w06, w07;
input logic signed [4:0] w14, w15, w16, w17;
input logic signed [4:0] w24, w25, w26, w27;
input logic signed [4:0] w34, w35, w36, w37;
input logic signed [4:0] w48, w58, w49, w59, w68, w69, w78, w79;
input in_ready, clk;
output logic signed [20:0] out0_node0, out1_node0, out0_node1, out1_node1, out0_node2, out1_node2, out0_node3, out1_node3;
output logic out10_ready_node0, out11_ready_node0, out10_ready_node1, out11_ready_node1, out10_ready_node2, out11_ready_node2, out10_ready_node3, out11_ready_node3;
logic signed [6:0] x0_node0_f, x1_node0_f, x2_node0_f, x3_node0_f;
logic signed [6:0] x0_node1_f, x1_node1_f, x2_node1_f, x3_node1_f;
logic signed [6:0] x0_node2_f, x1_node2_f, x2_node2_f, x3_node2_f;
logic signed [6:0] x0_node3_f, x1_node3_f, x2_node3_f, x3_node3_f;
logic signed [6:0] x0_node0_agg, x1_node0_agg, x2_node0_agg, x3_node0_agg;
logic signed [6:0] x0_node1_agg, x1_node1_agg, x2_node1_agg, x3_node1_agg;
logic signed [6:0] x0_node2_agg, x1_node2_agg, x2_node2_agg, x3_node2_agg;
logic signed [6:0] x0_node3_agg, x1_node3_agg, x2_node3_agg, x3_node3_agg;
logic signed [13:0] y0_node0, y1_node0, y2_node0, y3_node0;
logic signed [13:0] y0_node1, y1_node1, y2_node1, y3_node1;
logic signed [13:0] y0_node2, y1_node2, y2_node2, y3_node2; 
logic signed [13:0] y0_node3, y1_node3, y2_node3, y3_node3;
logic signed [13:0] y0_node0_f, y1_node0_f, y2_node0_f, y3_node0_f; 
logic signed [13:0] y0_node1_f, y1_node1_f, y2_node1_f, y3_node1_f;
logic signed [13:0] y0_node2_f, y1_node2_f, y2_node2_f, y3_node2_f; 
logic signed [13:0] y0_node3_f, y1_node3_f, y2_node3_f, y3_node3_f;
logic signed [20:0] out0_node0_f, out1_node0_f, out0_node1_f, out1_node1_f, out0_node2_f, out1_node2_f, out0_node3_f, out1_node3_f;
logic stg_2_rdy;
logic stg_1_rdy;
assign x0_node0_agg = x0_node0 + x0_node1 + x0_node2;
assign x1_node0_agg = x1_node0 + x1_node1 + x1_node2;
assign x2_node0_agg = x2_node0 + x2_node1 + x2_node2;
assign x3_node0_agg = x3_node0 + x3_node1 + x3_node2;
assign x0_node1_agg = x0_node0 + x0_node1 + x0_node3;
assign x1_node1_agg = x1_node0 + x1_node1 + x1_node3;
assign x2_node1_agg = x2_node0 + x2_node1 + x2_node3;
assign x3_node1_agg = x3_node0 + x3_node1 + x3_node3;
assign x0_node2_agg = x0_node0 + x0_node2 + x0_node3;
assign x1_node2_agg = x1_node0 + x1_node2 + x1_node3;
assign x2_node2_agg = x2_node0 + x2_node2 + x2_node3;
assign x3_node2_agg = x3_node0 + x3_node2 + x3_node3;
assign x0_node3_agg = x0_node1 + x0_node2 + x0_node3;
assign x1_node3_agg = x1_node1 + x1_node2 + x1_node3;
assign x2_node3_agg = x2_node1 + x2_node2 + x2_node3;
assign x3_node3_agg = x3_node1 + x3_node2 + x3_node3;
always@(posedge clk)
begin
	if(in_ready)
	begin
		stg_1_rdy <= in_ready;
		x0_node0_f <= x0_node0_agg;
		x1_node0_f <= x1_node0_agg;
		x2_node0_f <= x2_node0_agg;
		x3_node0_f <= x3_node0_agg;
		x0_node1_f <= x0_node1_agg;
		x1_node1_f <= x1_node1_agg;
		x2_node1_f <= x2_node1_agg;
		x3_node1_f <= x3_node1_agg;
		x0_node2_f <= x0_node2_agg;
		x1_node2_f <= x1_node2_agg;
		x2_node2_f <= x2_node2_agg;
		x3_node2_f <= x3_node2_agg;
		x0_node3_f <= x0_node3_agg;
		x1_node3_f <= x1_node3_agg;
		x2_node3_f <= x2_node3_agg;
		x3_node3_f <= x3_node3_agg;
	 end
	 else
	 begin
		stg_1_rdy <= 1'b0;
		x0_node0_f <= 21'b0;
		x1_node0_f <= 21'b0;
		x2_node0_f <= 21'b0;
		x3_node0_f <= 21'b0;
		x0_node1_f <= 21'b0;
		x1_node1_f <= 21'b0;
		x2_node1_f <= 21'b0;
		x3_node1_f <= 21'b0;
		x0_node2_f <= 21'b0;
		x1_node2_f <= 21'b0;
		x2_node2_f <= 21'b0;
		x3_node2_f <= 21'b0;
		x0_node3_f <= 21'b0;
		x1_node3_f <= 21'b0;
		x2_node3_f <= 21'b0;
		x3_node3_f <= 21'b0;
	 end
end
dnn dnn0(.x0(x0_node0_f), .x1(x1_node0_f), .x2(x2_node0_f), .x3(x3_node0_f), 
.w04(w04), .w05(w05), .w06(w06), .w07(w07), 
.w14(w14), .w15(w15), .w16(w16), .w17(w17), 
.w24(w24), .w25(w25), .w26(w26), .w27(w27), 
.w34(w34), .w35(w35), .w36(w36), .w37(w37), 
.w48(w48), .w58(w58), .w49(w49), .w59(w59), 
.w68(w68), .w69(w69), .w78(w78), .w79(w79), 
.y0(y0_node0), .y1(y1_node0), .y2(y2_node0), .y3(y3_node0),
.stg_1_rdy(stg_1_rdy), .stg_2_rdy(stg_2_rdy),.clk(clk));
dnn dnn1(.x0(x0_node1_f), .x1(x1_node1_f), .x2(x2_node1_f), .x3(x3_node1_f), 
.w04(w04), .w05(w05), .w06(w06), .w07(w07), 
.w14(w14), .w15(w15), .w16(w16), .w17(w17), 
.w24(w24), .w25(w25), .w26(w26), .w27(w27), 
.w34(w34), .w35(w35), .w36(w36), .w37(w37), 
.w48(w48), .w58(w58), .w49(w49), .w59(w59), 
.w68(w68), .w69(w69), .w78(w78), .w79(w79), 
.y0(y0_node1), .y1(y1_node1), .y2(y2_node1), .y3(y3_node1),
.stg_1_rdy(stg_1_rdy), .stg_2_rdy(stg_2_rdy),.clk(clk));
dnn dnn2(.x0(x0_node2_f), .x1(x1_node2_f), .x2(x2_node2_f), .x3(x3_node2_f), 
.w04(w04), .w05(w05), .w06(w06), .w07(w07), 
.w14(w14), .w15(w15), .w16(w16), .w17(w17), 
.w24(w24), .w25(w25), .w26(w26), .w27(w27), 
.w34(w34), .w35(w35), .w36(w36), .w37(w37), 
.w48(w48), .w58(w58), .w49(w49), .w59(w59), 
.w68(w68), .w69(w69), .w78(w78), .w79(w79), 
.y0(y0_node2), .y1(y1_node2), .y2(y2_node2), .y3(y3_node2),
.stg_1_rdy(stg_1_rdy), .stg_2_rdy(stg_2_rdy),.clk(clk));
dnn dnn3(.x0(x0_node3_f), .x1(x1_node3_f), .x2(x2_node3_f), .x3(x3_node3_f), 
.w04(w04), .w05(w05), .w06(w06), .w07(w07), 
.w14(w14), .w15(w15), .w16(w16), .w17(w17), 
.w24(w24), .w25(w25), .w26(w26), .w27(w27), 
.w34(w34), .w35(w35), .w36(w36), .w37(w37), 
.w48(w48), .w58(w58), .w49(w49), .w59(w59), 
.w68(w68), .w69(w69), .w78(w78), .w79(w79), 
.y0(y0_node3), .y1(y1_node3), .y2(y2_node3), .y3(y3_node3),
.stg_1_rdy(stg_1_rdy), .stg_2_rdy(stg_2_rdy),.clk(clk));
assign y0_node0_f = y0_node0 + y0_node1 + y0_node2;
assign y1_node0_f = y1_node0 + y1_node1 + y1_node2;
assign y2_node0_f = y2_node0 + y2_node1 + y2_node2;
assign y3_node0_f = y3_node0 + y3_node1 + y3_node2;
assign y0_node1_f = y0_node0 + y0_node1 + y0_node3;
assign y1_node1_f = y1_node0 + y1_node1 + y1_node3;
assign y2_node1_f = y2_node0 + y2_node1 + y2_node3;
assign y3_node1_f = y3_node0 + y3_node1 + y3_node3;
assign y0_node2_f = y0_node0 + y0_node2 + y0_node3;
assign y1_node2_f = y1_node0 + y1_node2 + y1_node3;
assign y2_node2_f = y2_node0 + y2_node2 + y2_node3;
assign y3_node2_f = y3_node0 + y3_node2 + y3_node3;
assign y0_node3_f = y0_node1 + y0_node2 + y0_node3;
assign y1_node3_f = y1_node1 + y1_node2 + y1_node3;
assign y2_node3_f = y2_node1 + y2_node2 + y2_node3;
assign y3_node3_f = y3_node1 + y3_node2 + y3_node3;
 assign out0_node0_f = y0_node0_f*w48 + y1_node0_f*w58 + y2_node0_f*w68 +y3_node0_f*w78;
 assign out1_node0_f = y0_node0_f*w49 + y1_node0_f*w59 + y2_node0_f*w69 +y3_node0_f*w79; 
 assign out0_node1_f = y0_node1_f*w48 + y1_node1_f*w58 + y2_node1_f*w68 +y3_node1_f*w78;
 assign out1_node1_f = y0_node1_f*w49 + y1_node1_f*w59 + y2_node1_f*w69 +y3_node1_f*w79;
 assign out0_node2_f = y0_node2_f*w48 + y1_node2_f*w58 + y2_node2_f*w68 +y3_node2_f*w78;
 assign out1_node2_f = y0_node2_f*w49 + y1_node2_f*w59 + y2_node2_f*w69 +y3_node2_f*w79;
 assign out0_node3_f = y0_node3_f*w48 + y1_node3_f*w58 + y2_node3_f*w68 +y3_node3_f*w78;
 assign out1_node3_f = y0_node3_f*w49 + y1_node3_f*w59 + y2_node3_f*w69 +y3_node3_f*w79;
always @(posedge clk) begin
  if (stg_2_rdy) begin
         out10_ready_node0 <= stg_2_rdy;
         out11_ready_node0 <= stg_2_rdy;
         out10_ready_node1 <= stg_2_rdy;
         out11_ready_node1 <= stg_2_rdy;
         out10_ready_node2 <= stg_2_rdy;
         out11_ready_node2 <= stg_2_rdy;
         out10_ready_node3 <= stg_2_rdy;
         out11_ready_node3 <= stg_2_rdy;
         out0_node0  <= out0_node0_f;
         out1_node0  <= out1_node0_f;
         out0_node1  <= out0_node1_f;
         out1_node1  <= out1_node1_f;
         out0_node2  <= out0_node2_f;
         out1_node2  <= out1_node2_f;
         out0_node3  <= out0_node3_f;
         out1_node3  <= out1_node3_f;
  end else begin
         out10_ready_node0 <= 1'b0;
         out11_ready_node0 <= 1'b0;
         out10_ready_node1 <= 1'b0;
         out11_ready_node1 <= 1'b0;
         out10_ready_node2 <= 1'b0;
         out11_ready_node2 <= 1'b0;
         out10_ready_node3 <= 1'b0;
         out11_ready_node3 <= 1'b0;
         out0_node0  <= 21'b0;
         out1_node0  <= 21'b0;
         out0_node1  <= 21'b0;
         out1_node1  <= 21'b0;
         out0_node2  <= 21'b0;
         out1_node2  <= 21'b0;
         out0_node3  <= 21'b0;
         out1_node3  <= 21'b0;
   end 
  end 
endmodule
```
`./run.sh`:
```
#!/bin/bash
# OpenROAD 26Q1-2900-gdf79404cd8, Yosys 0.63+post, stock flow scripts
make -C /OpenROAD-flow-scripts/flow DESIGN_CONFIG=/design/flow/config.mk WORK_HOME=/design/flow/orfs finish
```
==> results.json <==
{
  "status": "finished clean",
  "synthArstFlopShare": 0,
  "cts.path.max_buffers": 4,
  "rows": 265,
  "dr.pass1.iters": 8,
  "timing.rr.start": "dnn0.y1[0]$_SDFF_PN0_",
  "avgSynthCellArea_um2": 9.03,
  "syn_to_final_growth_pct": 7.82,
  "warnings": 63,
  "min_period_ns": 10.55,
  "grt_pass1_wl_um": 993000,
  "drc_errors": 0,
  "placed_area_um2": 223000,
  "cts.sinks": 507,
  "viasPerCell": 4.88,
  "cts_tree": "built",
  "ys_cells": 23100,
  "grt_usage": 0.273,
  "hold_viol_final": 0,
  "max_freq_mhz": 94.8,
  "cts_resized": 0,
  "crit_path_frequent_cell": "fa_1",
  "mux_share": 0.00383,
  "grt_pass1_vias": 156000,
  "cts.reportedPaths.clkPinSlew_ns": 0.06,
  "yosys_warnings": 3,
  "ys_sh_simple": 0.147,
  "cap_violations": 0,
  "edf_count": 0,
  "ctsHoldBuffers": 0,
  "postCtsSetupBuffers": 0,
  "initial_core_util": 0.401,
  "worst_slew_pin_slew_ns": 1.20,
  "hold_class": "register to register",
  "die_w_um": 725,
  "syn_area_um2": 209000,
  "coreArea_um2": 521000,
  "ys.flop_type": "dfxtp_1",
  "globalplace.congestion": 1.02,
  "vias": 148000,
  "cp-end-kind": "register",
  "dieArea_um2": 525000,
  "grt_max_degree": 58,
  "adder_share": 0.571,
  "finClkSkew_ns": 0.0962,
  "holdPathEnd": "out11_ready_node3$_DFF_P_",
  "final_cell_area_um2": 225000,
  "root_buffer": "clkbuf_16",
  "ys_area_um2": 209000,
  "rsz0062_at_grt": "false",
  "r2r_cells": 37,
  "drtAntennaViolNets": 0,
  "netlist_instances": 23100,
  "max_stage_delay_ns": 0.67,
  "drive_gt1_frac": 0.0351,
  "dp_hpwl_um": 555000,
  "antenna_found_initial": 34,
  "avgRoutedWirePerCell_um": 21.7,
  "max_slew_margin": 0.189,
  "wirelength_um": 660000,
  "die_height_um": 725,
  "pin_count": 378,
  "ys_sh_aoi": 0.0569,
  "slew_violations": 0,
  "min_path_cells": 0,
  "dp_cells": 30200,
  "htree_levels": 3,
  "cts_inserted_buffers": 76,
  "io_buffer_count": 377,
  "final-setup-viol-count": 0,
  "fillCellCount": 50200,
  "cp.required_ns": 14.93,
  "clk-insertion-delay-late_ns": 0.87,
  "fin_util": 0.433,
  "period_used_share": 0.743,
  "synth_xor_xnor_area_share": 0.0607,
  "arrival_ns": 11.27,
  "r2r-end": "out0_node1[18]$_SDFF_PN0_",
  "logic_family": "adder cells",
  "dr.first_iter.drc_count": 6309,
  "min-delay-start": "dnn0.stg_2_rdy$_DFF_P_",
  "overflow": 0,
  "critPathKind": "register to register",
  "r2r_slack_ns": 3.65,
  "instances_no_fill": 30400,
  "ys_seq_share": 0.0486,
  "ys_types": 82,
  "ys.flops": 507,
  "startpoint_type": "register",
  "tns_ns": 0,
  "slowest_stage": "a211o_1",
  "crit_fanout": 10
}
-- how the worst max path moves through the flow --
| stage | start | to | slack [ns] | depth (start not counted) |
|---|---|---|---|---|
| after CTS | dnn0.y1[0]$_SDFF_PN0_ | out0_node1[18]$_SDFF_PN0_ | 3.63 | 37 |
| after global routing | dnn0.y1[0]$_SDFF_PN0_ | out0_node1[19]$_SDFF_PN0_ | 2.95 | 36 |
| final | dnn0.y1[0]$_SDFF_PN0_ | out0_node1[18]$_SDFF_PN0_ | 3.65 | 37 |
-- worst max-delay path: cells and delay by family (launching register included) --
kind	cells	cell delay (ns)
DFF	1	0.39
adders and majority gates	11	4.67
muxes	1	0.43
AOI/OAI and AO/OA	13	2.94
xor gates and xnor gates	2	0.57
buffers and inverters	4	0.19
and+or+nand+nor	6	1.28
-- cell usage after synthesis (13+ instances only) --
master    count  area share
ha_1       2518        0.15
nand2_1    1980       0.036
xnor2_1    1111       0.047
nand2b_1    675       0.020
nor2_1      852       0.015
a21o_1      247      0.0089
o41ai_1      27      0.0011
nor2b_1     282      0.0084
xor2_1      330       0.014
o31ai_1      30      0.0011
or3_1        23     0.00069
and3_1       71      0.0021
nand3_1      79      0.0019
a21boi_0     32      0.0011
o211ai_1     17     0.00061
or2_2        25     0.00075
clkbuf_1    775       0.014
and2_1     1855       0.056
o21a_1       52      0.0019
o31a_1       14     0.00059
nor3b_1      22     0.00079
nor3_1      157      0.0038
buf_2        13     0.00031
fa_1       4385        0.42
inv_1      5448       0.098
a211oi_1     29      0.0010
o21ai_0     270      0.0065
a31oi_1      29     0.00087
o21bai_1    312       0.011
dfxtp_1     507       0.049
mux2i_1      51      0.0024
mux2_2       21      0.0011
a21oi_1     714       0.017
-- placed cells by master (no fill, tap or decap), types with 13 or more instances in the layout --
cell and instances:
nand3_1 79, o211ai_1 17, a21o_1 247, mux2i_1 51
inv_1 5447, and2_1 1855, or3_1 23, xnor2_1 1102
dfxtp_1 503, o21bai_1 312, xor2_1 323, nor3b_1 22
diode_2 27, a21oi_1 714, fa_1 4385, o31ai_1 30
o21ai_0 270, o21a_1 52, nand2_1 1980, conb_1 16
o31a_1 14, nor2b_1 282, and3_1 71, or2_2 25
a31oi_1 29, a211oi_1 29, clkbuf_16 77, nor2_1 850
o41ai_1 27, buf_4 555, buf_2 38, nor3_1 157
mux2_2 21, a21boi_0 29, clkdlybuf4s50_1 338, bufinv_16 13
ha_1 2518, nand2b_1 675
-- layout make-up --
cell class              instances  area, um^2  area share
inverters                    5456       20500      0.0909
flip-flops and latches        507       10200      0.0451
clock buffers                  97        2100     0.00933
multi-input cells           16400      175000       0.779
well taps                    6942        8690      0.0385
diodes                         27        67.6    0.000300
clock inverters                36         571     0.00253
repair buffers                932        7760      0.0344
-- logic make-up after synthesis --
| group | Yosys count |
|---|---|
| AND/OR/NAND/NOR | 6066 |
| other | 1 |
| flip-flops | 507 |
| AND-OR/OR-AND | 1884 |
| adder cells (fa/ha/maj) | 6903 |
| XOR/XNOR | 1444 |
| buffers and inverters | 6257 |
| multiplexers | 76 |
-- metal layers --
metal  routed length, um  vias to the layer above  global-route usage
met3               95100                      869               0.165
met2              284000                     5307               0.395
met1              246000                    72800               0.341
met4               34300                       22               0.100
li1                    -                    69300                   -
met5                 799                        -              0.0109
-- flip-flops by register name, indices dropped and copies added (netlist names), 21 cells and up --
name and cells:
out1_node1 21, out0_node2 21, out1_node3 21, out1_node0 21
out0_node1 21, out0_node3 21, out0_node0 21, out1_node2 21
-- through the flow --
step,hold slack (ns),setup slack [ns]
2_1_floorplan,0.329,4.83
3_3_place_gp,0.613,3.01
3_5_place_dp,0.618,3.05
4_1_cts,0.638,3.63
5_1_grt,0.652,2.95
6_report,0.620,3.65
